## ./run.sh

```bash
#!/bin/bash
# OpenROAD 26Q1-2900-gdf79404cd8, Yosys 0.63+post, stock flow scripts
make -C /OpenROAD-flow-scripts/flow DESIGN_CONFIG=/design/flow/config.mk WORK_HOME=/design/flow/orfs finish
```

## ./config.mk

```make
export PLATFORM = sky130hd
export DESIGN_NAME = Receiver_0_3
export DESIGN_NICKNAME = Receiver_0_3
export VERILOG_FILES = /design/flow/design.v
export SDC_FILE = /design/flow/constraint.sdc
export NUM_CORES = 4
export LEC_CHECK = 1
export CORE_AREA = 10 10 78 78
export DIE_AREA = 0 0 88 88
```

## ./constraint.sdc

```tcl
current_design Receiver_0_3

set clk_period 1.5
set clk_io_pct 0.2

create_clock -name clk0 -period $clk_period [get_ports {clk}]

set non_clock_inputs [all_inputs -no_clocks]
set_input_delay [expr $clk_period * $clk_io_pct] -clock clk0 $non_clock_inputs
set_output_delay [expr $clk_period * $clk_io_pct] -clock clk0 [all_outputs]
```

## ./design.v

```verilog
`timescale 1ns / 1ps
module CounterTop_nc(clk,rst,en,LSBFE,cpol,cpha,out_cnt);
input clk,rst,en,LSBFE,cpol,cpha;
output [2:0]out_cnt;
wire sel,ena,enb;
wire [2:0]out_n,out_p;
genvar i;
assign sel=(cpol==cpha)?1:0;
DeMux1x2 dn (en,sel,enb,ena);
count_neg_nc cn (clk,ena,LSBFE,rst,out_n);
count_pos_nc cp (clk,enb,LSBFE,rst,out_p);
generate for(i=0;i<3;i=i+1)
	begin: count_m
		Mux2x1 mi (out_p[i],out_n[i],sel,out_cnt[i]);
	end
endgenerate
endmodule
module count_pos_nc(clk,en,LSBFE,rst,out);
input rst,clk,en,LSBFE;
output reg [2:0] out;
always@(posedge clk)
begin
	if(rst)
	begin
		if(LSBFE)
			out<=3'b0;
		else
			out<=3'b111;		
	end
else
	begin 
	if(en)
		begin
			if(LSBFE)
			begin
				out<=out+1;	
				if(out==3'b111)
					out<=3'b0;
			end	
			else
			begin
			out<=out-1;
				if(out==3'b000)
					out<=3'b111;							
			end
		end
		else
			out<=out;	
	end
end		
endmodule
module count_neg_nc(clk,en,LSBFE,rst,out);
input rst,clk,en,LSBFE;
output reg [2:0] out;
always@(negedge clk)
begin
if(rst)
	begin
		if(LSBFE)
			out<=3'b0;
		else
			out<=3'b111;
	end
else 
	begin
	if(en)
		begin
			if(LSBFE)
			begin
				out<=out+1;								
			end	
			else
			begin
				out<=out-1;				
			end
		end
	else
		out<=out;
	end
end		
endmodule
module dff_pos(d,clk,rst,q);
	input d,clk,rst;
	output reg q;
always@(posedge clk) begin
	if(rst)
		q<=0;
	else
		q<=d;
end
endmodule
module dff_neg(d,clk,rst,q);
	input d,clk,rst;
	output reg q;
always@(negedge clk) begin
	if(rst)
		q<=0;
	else
		q<=d;
end
endmodule
`timescale 1ns / 1ps
module Mux2x1(a,b,sel,out);
input a,b,sel;
output out;
assign out=sel?b:a;
endmodule
module Mux4x1(a,sel,out);
input [3:0]a;
input [1:0]sel;
output out;
wire [1:0]w;
Mux2x1 m1 (a[0],a[1],sel[0],w[0]);
Mux2x1 m2 (a[2],a[3],sel[0],w[1]);
Mux2x1 m3 (w[0],w[1],sel[1],out);
endmodule
module Mux8x1(a,sel,out);
input [7:0]a;
input [2:0]sel;
output out;
wire [5:0]w;
Mux2x1 m1 (a[0],a[1],sel[0],w[0]);
Mux2x1 m2 (a[2],a[3],sel[0],w[1]);
Mux2x1 m3 (a[4],a[5],sel[0],w[2]);
Mux2x1 m4 (a[6],a[7],sel[0],w[3]);
Mux2x1 m5 (w[0],w[1],sel[1],w[4]);
Mux2x1 m6 (w[2],w[3],sel[1],w[5]);
Mux2x1 m7 (w[4],w[5],sel[2],out);
endmodule
module Receiver_0_3(data_in,clk,rst,LSBFE,store_data,ready);
	input data_in,clk,rst,LSBFE,ready;
	output [0:7]store_data;
	wire [2:0]cnt;
	reg cntr_en,x,c;
	parameter IDLE=2'b00, WAIT=2'b01, TRANSFER=2'b10, STOP=2'b11;
	reg [1:0]ps,ns;
	store8bit_pos u2(.d_in(data_in),.lsbfe(LSBFE),.clk(clk),.rst(rst),.sel(cntr_en),.d_out(store_data));
	count_pos_nc ct (.clk(clk),.en(cntr_en),.LSBFE(LSBFE),.rst(rst),.out(cnt));
always@(posedge clk) 
begin
	if(rst) begin
		ps<=IDLE;
		cntr_en<=0;
		x<=0;
		end	
	else
		begin
			ps<=ns;
			x<=x+1;
		end		
	case(ps)
		IDLE: begin
				c<=0;
		end
		WAIT: begin
		end
		TRANSFER: begin
				if((cnt==3'b111 && LSBFE) || (cnt==3'b000 && !LSBFE))							 
					begin
						c<=1;											 
						cntr_en<=0;						
					end	
				else
					begin
						cntr_en<=1;
						c<=0;
					end
				end 
		STOP:begin
				if(c)begin
					c<=0;
					end
				end
	endcase	
end
always@(ps,x,ready,cnt,c,LSBFE) 
begin
	case(ps)
		IDLE: begin
					if(ready)
						ns<=WAIT;
					else
						ns<=IDLE;
				end
		WAIT: begin		
					if(ready)
						ns<=TRANSFER;
					else
						ns<=WAIT;					
				end
		TRANSFER: begin
				if((cnt==3'b111 && LSBFE) || (cnt==3'b000 && !LSBFE))
					ns<=STOP;
				else
					ns<=TRANSFER;				
				end
		STOP:begin
				if(c)
					ns<=TRANSFER;
				else
					ns<=STOP;
				end
	endcase
end
endmodule
`timescale 1ns / 1ps
module Store1Bit_pos(d_in,clk,rst,sel,d_out);
input d_in,clk,rst,sel;
output d_out;
wire mx_out;
dff_pos d(mx_out,clk,rst,d_out);
Mux2x1 m (d_out,d_in,sel,mx_out);
endmodule
module Store1Bit_neg(d_in,clk,rst,sel,d_out);
input d_in,clk,rst,sel;
output d_out;
wire mx_out;
dff_neg d(mx_out,clk,rst,d_out);
Mux2x1 m (d_out,d_in,sel,mx_out);
endmodule
module store8bit_pos(d_in,lsbfe,clk,rst,sel,d_out);
input d_in,clk,rst,sel,lsbfe;
output [7:0]d_out;
wire [8:0]w;
assign w[0]=d_in;
genvar i;
generate
	for(i=0;i<8;i=i+1)
	begin:store
		Store1Bit_pos s1(w[i],clk,rst,sel,w[i+1]);
		Mux2x1 m1 (w[i+1],w[(7-i)+1],lsbfe,d_out[i]);
	end
endgenerate
endmodule
module store8bit_neg(d_in,lsbfe,clk,rst,sel,d_out);
input d_in,clk,rst,sel,lsbfe;
output [7:0]d_out;
wire [8:0]w;
assign w[0]=d_in;
genvar i;
generate
	for(i=0;i<8;i=i+1)
	begin:store
		Store1Bit_neg s1(w[i],clk,rst,sel,w[i+1]);
		Mux2x1 m1 (w[i+1],w[(7-i)+1],lsbfe,d_out[i]);
	end
endgenerate
endmodule
```

==> out/metrics.yaml <==
avgSynthCellArea_sq_um: 10.2
fin_skew_ps: 3.97
worstSkewPairLatency_ps: 250
cp.arrival_ps: 1130
finalWirelength_microns: 1710
hp-class: "reg2reg"
diodes: 0
path_clk_slew_ps: 70
track_usage: 0.0446
place_ws_ps: -487
cts_sinks: 17
cts_buffers: 3
holdWs_ps: 508
first_pass_iters: 4
io_buffers: 12
cts_tree: "built"
finalCriticalPeriod_ps: 1430
tool_warnings: 29
worst-setup-path-type: "in2out"
ys_chip_area_sq_um: 948
dieArea_sq_um: 7740
clock_path_buffers: 2
rsz0062_at_grt: "false"
fp-row-count: 24
yosys_warnings: 3
slew_headroom: 0.809
dp.cells: 151
hold_viol_final: 0
finalSetupViolCount: 0
gr-total-overflow: 0
crit_slowest_cell: "mux2_2"
fin_ws_ps: 70.5
drive_gt1_frac: 0.274
cts-root-buf: "clkbuf_8"
die_h_microns: 88
slowest_delay_ps: 260
grt_pass1_vias: 616
maxCapViolCount: 0
antenna_found_initial: 0
drt-wirelength-per-cell_microns: 10.8
syn_area_sq_um: 948
async_flop_share: 0
crit_fanout: 3
combGateArea_sq_um: 463
crit_top_cell: "buf_6"
critical-path-top-delay-family: "buffers and inverters"
ant_nets: 0
p_leak_nw: 0.513
cts_htree_levels: 1
area_delta_synth_final_pct: 23.4
stdcell_count: 158
synth-seq-cells: 17
fp_util: 0.215
syn_inst: 93
lay_top_cells: "dfxtp_1, nor2_1, mux2i_1"
critPathLaunchType: "primary input"
ios: 13
edf_count: 5
yosysUniqueCellTypes: 27
slew_viol_final: 0
fp.coreArea_sq_um: 4410
gp_congestion: 0.803
crit_buf_inv: 4
max-vdd-ir-drop_uv: 502
design_area_sq_um: 1170
seq_area_sq_um: 390
fillers: 451
ys_seq_frac: 0.412
ff_type: "dfxtp_1"
drc: 0
crit_required_ps: 1200
dp_hpwl_microns: 1310
drtIter0Drc: 25
cp_cell_sequence: "buf_6 > buf_6 > buf_4 > mux2_2 > dlygate4sd2_1"
place_area_sq_um: 1100
grt_pass1_wl_microns: 2930
dieWidth_microns: 88
cts_hold_buf: 0
critPathCaptureType: "output port"
finalCritPeriodShare: 0.953
yosys_cells: 93
layout.cells.most_common: "dfxtp_1"
vias_per_cell: 4.05
worst_pin_slew_ps: 286
setup_tns_ps: 0
fmax_mhz: 700
finish.utilization: 0.265
finalPower_mw: 1.03
vias: 640
grt_max_degree: 11
p_per_area_nw_per_um2: 885
status: "completed"
-- flip-flops by register name, indices dropped and copies added (netlist names) --
register,flops
cntr_en,1
u2.store.s1.d.q,8
c,1
ct.out,3
ps,4
-- path summary, 6_finish.rpt --
kind	from	to	slack, ps	cells past startpoint
hold reg to reg	ps[2]	ps[2]	510	2
setup / recovery	LSBFE	store_data[7]	70	5
hold / removal	ps[2]	ps[2]	510	2
setup reg to reg	ct.out[0]	c	90	4
-- synth_stat cells (all sizes together) (2+ instances only) --
master / instances / area share
nor2: 10 / 0.040
nor3b: 2 / 0.016
or2: 2 / 0.013
ha: 5 / 0.066
o31a: 2 / 0.018
edfxtp: 5 / 0.16
buf: 12 / 0.091
nand2b: 2 / 0.013
dfxtp: 12 / 0.25
mux2: 8 / 0.095
o21ai: 5 / 0.026
nand2: 2 / 0.0079
mux2i: 9 / 0.095
a21oi: 3 / 0.016
inv: 4 / 0.016
-- layer usage --
metal / wire length [microns] / track usage / vias to the layer above
li1: - / - / 337
met1: 873 / 0.0627 / 294
met2: 718 / 0.0648 / 7
met3: 94 / 0.0159 / 2
met4: 19 / 0.00870 / 0
met5: 0 / 0 / -
-- layout make-up --
type	count	share of cell area
Inverter	4	0.0128
Tap cell	52	0.0556
Clock buffer	4	0.0385
Sequential cell	17	0.334
Timing Repair Buffer	22	0.164
Multi-Input combinational cell	59	0.396
-- worst register-to-register path, stage by stage (launching register included) --
cell and delay, ps:
edfxtp_1 400, inv_2 90, ha_2 200, or3b_4 390, a211oi_2 180
-- power by group --
part | leakage [nW] | internal [mW] | switching [mW] | total [mW]
Combinational | 0.342 | 0.0944 | 0.0773 | 0.172
Clock | 0.0228 | 0.188 | 0.147 | 0.335
Sequential | 0.149 | 0.505 | 0.0227 | 0.528
Total | 0.513 | 0.788 | 0.247 | 1.03
-- what timing repair did --
action / in CTS / in global routing
pin swaps: 0 / 0
gates resized: 17 / 5
gates cloned: 0 / 0
setup endpoints to repair: 9 / 3
buffers inserted: 3 / 0
-- cell families after synthesis --
| logic type | after synthesis | synth area share |
|---|---|---|
| AND-OR/OR-AND | 13 | 0.0897 |
| adder cells (fa/ha/maj) | 5 | 0.0660 |
| buffers and inverters | 17 | 0.111 |
| flip-flops | 17 | 0.412 |
| multiplexers | 17 | 0.190 |
| AND/OR/NAND/NOR | 24 | 0.132 |
Power figures rest on the tool's default switching activity, not on a simulated workload.
