File: ./design.v
`timescale 1ns / 1ps
module multi(sppr,spr,out);
input[2:0] sppr,spr;
output reg [10:0]out;
wire [7:0]res;
wire [3:0]res1,res2;
integer i;
assign res1=sppr+1;
assign res2=spr+1;
assign res=2**res2;					 
always@(*)
begin	
	out=11'b0;
	for(i=0;i<4;i=i+1)
	begin
		if(res1[i]==1)
		begin
			out=out+(res<<i);		 
		end
		else
			out=out;
	end
out = out>>1;
end
endmodule
module baudRate(in,clk,cpol,outs);
input [10:0] in;
input clk,cpol;
output outs;
reg out;
reg i;
reg [10:0] cnt;
always@(posedge clk)
begin
		if(cnt<in-1 && i==0)
			begin	
				out<=1;
				cnt<=cnt+1;
			end
		else if(cnt==in-1 && i==0)
			begin
				i<=1; 
				out<=1;
			end  
		else if(((cnt>0) || (in==1))&& i==1)
			begin
				out<=0;
            if(in==1)
				i<=0;	
				else
				cnt<=cnt-1;
			end
		else
			begin
				i<=0;
				cnt<=0;
			end		
	end
assign outs=cpol?out:~out;
endmodule
module baud_top(sppr,spr,clk,cpol,outs);
input clk,cpol;
input[2:0] sppr,spr;
output outs;
wire [10:0] w;
multi m1(sppr,spr,w);
baudRate b1(w,clk,cpol,outs);
endmodule
File: ./run.sh
#!/bin/bash
# OpenROAD 26Q1-2900-gdf79404cd8, Yosys 0.63+post, stock flow scripts
make -C /OpenROAD-flow-scripts/flow DESIGN_CONFIG=/design/flow/config.mk WORK_HOME=/design/flow/orfs finish
File: ./config.mk
export PLATFORM = sky130hd
export DESIGN_NAME = baud_top
export DESIGN_NICKNAME = baud_top
export VERILOG_FILES = /design/flow/design.v
export SDC_FILE = /design/flow/constraint.sdc
export NUM_CORES = 4
export LEC_CHECK = 1
export CORE_UTILIZATION = 30
File: ./constraint.sdc
current_design baud_top

set clk_period 4.3
set clk_io_pct 0.2

create_clock -name clk0 -period $clk_period [get_ports {clk}]

set non_clock_inputs [all_inputs -no_clocks]
set_input_delay [expr $clk_period * $clk_io_pct] -clock clk0 $non_clock_inputs
set_output_delay [expr $clk_period * $clk_io_pct] -clock clk0 [all_outputs]
==> results.txt <==
State of the implementation.

- The wire length of the first global-routing pass is 14700 µm, for reference.
- The script logs the ratio of routed vias to standard cells as 5.09.
- The number of global-route vias before repair was 3156.
- Antenna repair during routing inserted a diode count of 0.
- The largest fanout on the critical path is 6, for reference.
- Per the Yosys statistics, synthesis produced 371 cells.
- The final critical path time including I/O delays and setup is 6390 ps, for reference.
- Yosys mapped a number of flops with a built-in enable equal to 12.
- The compound-cell area share of the yosys netlist is 27.2%, for reference.
- The standard cell core area is 9280 µm², for reference.
- The peak clock frequency supported by timing is 156 MHz, for reference.
- The run finished, with violations left.
- The mux contribution to synthesized area is 2.09%, for reference.
- Entering global routing, the biggest net connects 17 pins.
- In this run the layout overhead on the synthesized area is reported as 69.0%.
- The number of iterations in the first detailed-routing pass is 4, for reference.
- Setup repair after global routing could not meet its margin everywhere.
- The power density over the cells is 343 nW/µm², for reference.
- For this design, the slowest cell found on the critical path is sky130_fd_sc_hd__or3_1.
- In the final layout, the share of cells above drive strength 1 is 47.0%.
- The total number of vias is 3365, for reference.
- In this run the VDD rail shows a maximum IR drop of 0.188 mV.
- The maximum level of the CTS H-tree is 1, for reference.
- The total detailed-routing wirelength is 8580 µm, for reference.
- The pre-CTS setup slack is -2830 ps, for reference.
- The number of synthesized register bits is 13, for reference.
- At the later pin of the worst-skew pair, clock insertion delay measures 240 ps.
- The power report shows net switching accounting for 43.1% of the total.
- The fraction of the mapped netlist area in adder cells is 18.2%, for reference.
- The synthesized netlist contains 65 unique library cells.
- Endpoints with negative setup slack in the final report add up to 25.
- The die is 99.9 µm wide.
- The worst slew margin relative to its limit is 58.5%, for reference.
- The violation tally from detailed-route iteration zero is 125, for reference.
- TritonCTS built the clock tree.
- For reference, the post-synthesis area per instance comes to 7.75 µm².
- Looking at the setup timing report, the critical path kind is primary input to register.
- The cell that appears most often on the critical path is sky130_fd_sc_hd__buf_6.
- The total count of hold-check failures in the final report is 0, for reference.
- Counting flops with an async set or reset pin after synthesis yields a share of 0%.
- The clock network is responsible for 6.2% of the overall power.
- According to the floorplan report, the total die area is 9980 µm².
- The path class of the tightest hold or removal check is register to register.
- In this run the cell area of the synthesized design comes to 2880 µm².
- The power report puts the net switching power at 0.719 mW.
- The checks that failed: setup timing.
- In this run the count of I/O pins placed on the die edge is 9.
- STA classifies the critical path endpoint as a register.
- Yosys reports a chip area of 2880 µm².
- The leakage component of the power was reported as 2.22 nW.
- The buffer_ports step reported a buffer count of 8.
- Counting the warning lines in the Yosys log gives 2.
- Internal power comes to 0.949 mW.
- Leaving out fill and tap cells, the most frequent cell in the layout is sky130_fd_sc_hd__buf_4.
- The synthesized instance count is 371, for reference.
- The tool warning count for the run is 30.
- The root buffer cell chosen for the clock tree is sky130_fd_sc_hd__clkbuf_8.
- The max-slew violation count is 0, for reference.
- According to the timing report, the data required time at the worst endpoint equals 4280 ps.
- The cell-mix breakdown from Yosys lists the XOR/XNOR area share as 5.53%.
- The tally of non-filler cells in the final layout is 661, for reference.
- The part of the cycle the worst path needs is 149%, for reference.
- The share of power burned in combinational logic is 74.8%, for reference.
- Global routing used 18.2% of the available tracks.
- The die extent in y is 99.9 µm, for reference.
- The floorplan has 35 rows.
- The post-synthesis sequential area ratio is 13.2%, for reference.
- The most used flip-flop cell after synthesis is sky130_fd_sc_hd__edfxtp_1, for reference.
- Among all stages on the critical path, the maximum delay recorded is 360 ps.
- The cell-mix breakdown from Yosys lists the simple-gate area share as 29.6%.
- The clock sink count is 13, for reference.
- The final setup skew is 1.03 ps, for reference.
- The DRC violations left is 0, for reference.
- The actual transition at the worst max-transition pin is 623 ps, for reference.
- The library cells used most frequently in the layout, excluding fill and tap cells, are sky130_fd_sc_hd__buf_4 (145), sky130_fd_sc_hd__nand2_1 (30), sky130_fd_sc_hd__ha_1 (28), sky130_fd_sc_hd__nor2_1 (22), sky130_fd_sc_hd__a21oi_1 (19).
- The smallest hold slack is 495 ps, for reference.
- The setup check on the worst reg-to-reg path leaves a slack of 770 ps.
- For this run the detailed placement stage logged an HPWL of 6330 µm.
- The number of clock buffers added by TritonCTS is 3.
- The worst setup path is launched from a primary input.
- The wire length per cell after detailed routing is 13.0 µm, for reference.
- Recorded from the global router log, the overflow total was 0.
- The number of antenna violations at the first check in global routing is 0, for reference.
- The floorplan step records an initial core utilization of 31.0%.
- The CTS clock-pin slew for the worst setup and hold paths is 50 ps, for reference.
- Data arrives at the worst endpoint at 6370 ps.
- The number of maximum-capacitance constraint violations is 0, for reference.
- The critical path in the final layout is reported with a setup slack of -2090 ps.
- The fraction of the core area covered by cells at the end of the flow is 52.3%, for reference.
- The number of cells after detailed placement is 623, for reference.
- The sequential share of power is 19.0%, for reference.
- The count of nets left with antenna violations after detail routing is 0, for reference.
- CTS reports a maximum clock tree buffer depth of 2.
- The final weighted congestion recorded by global placement is 0.891.
- The synthesis run identifies the leading combinational cell family as simple AND/OR/NAND/NOR gates.
[worst max-delay path, delay by kind of cell]
kind / cells / cell delay, ps
compound gates: 10 / 2020
xor+xnor: 1 / 120
fa+ha+maj: 4 / 1080
buf+inv: 4 / 520
simple gates: 10 / 1760
[cell usage after synthesis, types with 3 or more instances]
cell,number,area (µm²)
sky130_fd_sc_hd__o31ai_1,5,37.5
sky130_fd_sc_hd__nand2_1,31,116
sky130_fd_sc_hd__o32a_1,4,40.0
sky130_fd_sc_hd__nor2b_1,7,43.8
sky130_fd_sc_hd__xnor2_1,11,96.3
sky130_fd_sc_hd__a21boi_0,4,30.0
sky130_fd_sc_hd__o21ai_0,20,100
sky130_fd_sc_hd__nand3_1,13,65.1
sky130_fd_sc_hd__a211o_1,3,26.3
sky130_fd_sc_hd__a21oi_1,29,145
sky130_fd_sc_hd__fa_1,3,60.1
sky130_fd_sc_hd__or3_1,10,62.6
sky130_fd_sc_hd__nor3_1,27,135
sky130_fd_sc_hd__nand2b_1,10,62.6
sky130_fd_sc_hd__nand3b_1,6,45.0
sky130_fd_sc_hd__mux2i_1,6,60.1
sky130_fd_sc_hd__nor2_1,29,109
sky130_fd_sc_hd__a21o_1,6,45.0
sky130_fd_sc_hd__inv_1,17,63.8
sky130_fd_sc_hd__a31oi_1,5,31.3
sky130_fd_sc_hd__a22oi_1,3,22.5
sky130_fd_sc_hd__buf_2,5,25.0
sky130_fd_sc_hd__edfxtp_1,12,360
sky130_fd_sc_hd__ha_1,37,463
sky130_fd_sc_hd__nor4_1,3,18.8
sky130_fd_sc_hd__clkbuf_1,4,15.0
sky130_fd_sc_hd__xor2_1,4,35.0
sky130_fd_sc_hd__nand4_1,6,37.5
[kinds of logic after synthesis]
family          count (synthesis)
xor+xnor                       16
buf+inv                        27
simple gates                  158
fa+ha+maj                      40
mux                             6
flops                          13
compound gates                110
other cells                     1
[worst paths after layout]
path,startpoint,to,depth (start not counted)
setup / recovery,spr[1],b1.cnt[5]$_DFFE_PP_,29
hold / removal,b1.out$_SDFFE_PP1P_,b1.out$_SDFFE_PP1P_,1
setup reg to reg,b1.cnt[0]$_DFFE_PP_,b1.cnt[5]$_DFFE_PP_,11
hold reg to reg,b1.out$_SDFFE_PP1P_,b1.out$_SDFFE_PP1P_,1
[layer usage]
layer	GRT usage (%)	part of all wire [%]
met3	2.76	4.5
met2	26.7	42
met5	0	0
met1	29.9	53
met4	0.792	0
[final cells by class]
class	count	area (µm²)
Multi-Input combinational cell	333	2880
Timing Repair Buffer	165	1330
Inverter	17	70.1
Tap cell	129	161
Fill cell	796	4420
Sequential cell	13	380
Clock buffer	4	45.0
[power groups by stage]
stage	Combinational, mW	Sequential [mW]	Clock (mW)
after CTS	1.20	0.312	0.107
after global routing	1.37	0.328	0.114
final	1.25	0.316	0.104
[registers in the layout, indices dropped and copies added (netlist names)]
| register | count |
|---|---|
| b1.cnt | 11 |
| b1.i | 1 |
| b1.out | 1 |
[stage by stage]
step	setup TNS (ps)	power [mW]	area, µm²
floorplan	-51030	0.932	3100
global placement	-66500	1.28	4200
detailed placement	-68170	1.30	4200
CTS	-47550	1.61	4710
global route	-55790	1.82	4860
finish	-51140	1.67	4860
[repair_timing]
action | CTS | global route
setup endpoints to repair | 25 | 25
resized | 72 | 24
pin swaps | 41 | 12
hold buffers | 0 | 0
buffers inserted | 31 | 4
cloned | 1 | 0
Power figures rest on the tool's default switching activity, not on a simulated workload.
