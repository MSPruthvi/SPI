**flow/constraint.sdc**
```tcl
current_design Receiver

set clk_period 2.9
set clk_io_pct 0.2

create_clock -name clk0 -period $clk_period [get_ports {clk}]

set non_clock_inputs [all_inputs -no_clocks]
set_input_delay [expr $clk_period * $clk_io_pct] -clock clk0 $non_clock_inputs
set_output_delay [expr $clk_period * $clk_io_pct] -clock clk0 [all_outputs]
```
**flow/config.mk**
```make
export PLATFORM = sky130hd
export DESIGN_NAME = Receiver
export DESIGN_NICKNAME = Receiver
export VERILOG_FILES = /design/flow/design.v
export SDC_FILE = /design/flow/constraint.sdc
export NUM_CORES = 4
export LEC_CHECK = 1
export CORE_AREA = 10 10 100 100
export DIE_AREA = 0 0 110 110
```
**flow/run.sh**
```bash
#!/bin/bash
# OpenROAD 26Q1-2900-gdf79404cd8, Yosys 0.63+post, stock flow scripts
make -C /OpenROAD-flow-scripts/flow DESIGN_CONFIG=/design/flow/config.mk WORK_HOME=/design/flow/orfs finish
```
**flow/design.v**
```verilog
`timescale 1ns / 1ps
module CounterTop_nc(clk,rst,en,LSBFE,cpol,cpha,out_cnt);
input clk,rst,en,LSBFE,cpol,cpha;
output [2:0]out_cnt;
wire sel,ena,enb;
wire [2:0]out_n,out_p;
genvar i;
assign sel=(cpol==cpha)?1:0;
DeMux1x2 dn (en,sel,enb,ena);
count_neg_nc cn (clk,ena,LSBFE,rst,out_n);
count_pos_nc cp (clk,enb,LSBFE,rst,out_p);
generate for(i=0;i<3;i=i+1)
	begin: count_m
		Mux2x1 mi (out_p[i],out_n[i],sel,out_cnt[i]);
	end
endgenerate
endmodule
module count_pos_nc(clk,en,LSBFE,rst,out);
input rst,clk,en,LSBFE;
output reg [2:0] out;
always@(posedge clk)
begin
	if(rst)
	begin
		if(LSBFE)
			out<=3'b0;
		else
			out<=3'b111;		
	end
else
	begin 
	if(en)
		begin
			if(LSBFE)
			begin
				out<=out+1;	
				if(out==3'b111)
					out<=3'b0;
			end	
			else
			begin
			out<=out-1;
				if(out==3'b000)
					out<=3'b111;							
			end
		end
		else
			out<=out;	
	end
end		
endmodule
module count_neg_nc(clk,en,LSBFE,rst,out);
input rst,clk,en,LSBFE;
output reg [2:0] out;
always@(negedge clk)
begin
if(rst)
	begin
		if(LSBFE)
			out<=3'b0;
		else
			out<=3'b111;
	end
else 
	begin
	if(en)
		begin
			if(LSBFE)
			begin
				out<=out+1;								
			end	
			else
			begin
				out<=out-1;				
			end
		end
	else
		out<=out;
	end
end		
endmodule
module dff_pos(d,clk,rst,q);
	input d,clk,rst;
	output reg q;
always@(posedge clk) begin
	if(rst)
		q<=0;
	else
		q<=d;
end
endmodule
module dff_neg(d,clk,rst,q);
	input d,clk,rst;
	output reg q;
always@(negedge clk) begin
	if(rst)
		q<=0;
	else
		q<=d;
end
endmodule
`timescale 1ns / 1ps
module Mux2x1(a,b,sel,out);
input a,b,sel;
output out;
assign out=sel?b:a;
endmodule
module Mux4x1(a,sel,out);
input [3:0]a;
input [1:0]sel;
output out;
wire [1:0]w;
Mux2x1 m1 (a[0],a[1],sel[0],w[0]);
Mux2x1 m2 (a[2],a[3],sel[0],w[1]);
Mux2x1 m3 (w[0],w[1],sel[1],out);
endmodule
module Mux8x1(a,sel,out);
input [7:0]a;
input [2:0]sel;
output out;
wire [5:0]w;
Mux2x1 m1 (a[0],a[1],sel[0],w[0]);
Mux2x1 m2 (a[2],a[3],sel[0],w[1]);
Mux2x1 m3 (a[4],a[5],sel[0],w[2]);
Mux2x1 m4 (a[6],a[7],sel[0],w[3]);
Mux2x1 m5 (w[0],w[1],sel[1],w[4]);
Mux2x1 m6 (w[2],w[3],sel[1],w[5]);
Mux2x1 m7 (w[4],w[5],sel[2],out);
endmodule
module Receiver(data_in,clk,rst,LSBFE,cpol,cpha,store_data,ready);
	input data_in,clk,rst,cpol,cpha,LSBFE,ready;
	output [0:7]store_data;
	wire [2:0]cnt;
	reg cntr_en,x,c;
	parameter IDLE=2'b00, WAIT=2'b01, TRANSFER=2'b10, STOP=2'b11;
	reg [1:0]ps,ns;
	store8bit_neg u2(.d_in(data_in),.lsbfe(LSBFE),.clk(clk),.rst(rst),.sel(cntr_en),.d_out(store_data));
	count_neg_nc ct (.clk(clk),.en(cntr_en),.LSBFE(LSBFE),.rst(rst),.out(cnt));
always@(posedge clk) 
begin
	if(rst) begin
		ps<=IDLE;
		cntr_en<=0;
		x<=0;
		end	
	else
		begin
			ps<=ns;
			x<=x+1;
		end		
	case(ps)
		IDLE: begin
				c<=0;
		end
		WAIT: begin
		end
		TRANSFER: begin
				if((cnt==3'b111 && LSBFE) || (cnt==3'b000 && !LSBFE))							 
					begin
						c<=1;											 
						cntr_en<=0;						
					end	
				else
					begin
						cntr_en<=1;
						c<=0;
					end
				end 
		STOP:begin
				if(c)begin
					c<=0;
					end
				end
	endcase	
end
always@(ps,x,ready,cnt,c,LSBFE) 
begin
	case(ps)
		IDLE: begin
					if(ready)
						ns<=WAIT;
					else
						ns<=IDLE;
				end
		WAIT: begin		
					if(ready)
						ns<=TRANSFER;
					else
						ns<=WAIT;					
				end
		TRANSFER: begin
				if((cnt==3'b111 && LSBFE) || (cnt==3'b000 && !LSBFE))
					ns<=STOP;
				else
					ns<=TRANSFER;				
				end
		STOP:begin
				if(c)
					ns<=WAIT;
				else
					ns<=STOP;
				end
	endcase
end
endmodule
module test_receiver;
	reg data_in,clk,rst,cpol,cpha,ready,LSBFE;
	wire [7:0]store_data;
Receiver dut (data_in,clk,rst,LSBFE,cpol,cpha,store_data,ready);
initial begin
	data_in=0; clk=0; rst=1; 
	cpol=0; cpha=1; 
	ready=1;
	LSBFE=1;
	#20
	rst=0;
end
always #7 data_in=$random;
always #13 clk=~clk;
endmodule
`timescale 1ns / 1ps
module Store1Bit_pos(d_in,clk,rst,sel,d_out);
input d_in,clk,rst,sel;
output d_out;
wire mx_out;
dff_pos d(mx_out,clk,rst,d_out);
Mux2x1 m (d_out,d_in,sel,mx_out);
endmodule
module Store1Bit_neg(d_in,clk,rst,sel,d_out);
input d_in,clk,rst,sel;
output d_out;
wire mx_out;
dff_neg d(mx_out,clk,rst,d_out);
Mux2x1 m (d_out,d_in,sel,mx_out);
endmodule
module store8bit_pos(d_in,lsbfe,clk,rst,sel,d_out);
input d_in,clk,rst,sel,lsbfe;
output [7:0]d_out;
wire [8:0]w;
assign w[0]=d_in;
genvar i;
generate
	for(i=0;i<8;i=i+1)
	begin:store
		Store1Bit_pos s1(w[i],clk,rst,sel,w[i+1]);
		Mux2x1 m1 (w[i+1],w[(7-i)+1],lsbfe,d_out[i]);
	end
endgenerate
endmodule
module store8bit_neg(d_in,lsbfe,clk,rst,sel,d_out);
input d_in,clk,rst,sel,lsbfe;
output [7:0]d_out;
wire [8:0]w;
assign w[0]=d_in;
genvar i;
generate
	for(i=0;i<8;i=i+1)
	begin:store
		Store1Bit_neg s1(w[i],clk,rst,sel,w[i+1]);
		Mux2x1 m1 (w[i+1],w[(7-i)+1],lsbfe,d_out[i]);
	end
endgenerate
endmodule
```
==> deck_impl_summary.md <==
Implementation Results

Run status
  • Outcome: finished, violations left
  • Violated checks: setup timing

Cells and area
  • FILL cells: 859
  • Layout cells sized above 1: 44.4%
  • Finished Cell Area: 0.00125 mm^2
  • Most frequent logic cells in the routed design: 14 x inv_1, 14 x buf_4, 10 x mux2i_1, 10 x nor2_1
  • Combinational gate area: 403 um^2
  • Register area: 400 um^2
  • Area growth, synth to finish: 46.0%
  • Util after Layout: 16.0%

Place
  • Area after DPL: 0.00112 mm^2
  • RePlAce Congestion: 0.704
  • PortBufs: 12
  • Dpl hpwl: 1310 um

Drt
  • Metal3 WL: 85 um
  • Antenna viol nets, final: 0
  • Iteration-0 DRC count of the detailed router: 7
  • WL met2: 816 um
  • Vias per inst: 2.93
  • WL met1: 741 um
  • TritonRoute pass-1 iters: 3
  • DR DRC count: 0
  • Vias: 615
  • WL/cell: 8.15 um
  • DRT Wirelength: 1710 um
  • # diodes: 0
  • Top layer in use: met4

CTS
  • Number of clock sinks: 17
  • CTS root buf: clkbuf_8
  • Reg clk slew, reported paths: 0.07 ns
  • Latency at later pin: 0.31 ns
  • TritonCTS Buffers: 3
  • CTS tree: built
  • CTS H-tree lvls: 1
  • Clock tree buffer depth: 2

Min path
  • Hold Crit Depth: 1
  • Worst Hold Class: register to register
  • Min-delay src: ps[2]

STA
  • RSZ-0062 raised after global routing: true
  • Final Hold Vio Count: 0
  • Count of final setup violators: 8
  • Slew margin rel.: 81.9%
  • Final Worst Setup Slack: -0.143 ns
  • Slew at the pin with the worst max-slew slack: 0.269 ns
  • Max Slew Vio Count: 0
  • Worst Clk Skew: 0.0650 ns

Worst setup path
  • Crit path from: u2.store[2].s1.d.q
  • Crit Reg-Reg Startpoint: ct.out[0]
  • Worst setup SP type: register
  • Crit end category: output port
  • Class of the most critical setup path: register to output port
  • CP Max Fanout: 4
  • Register-to-Register Path Depth: 3
  • CP required: 2.32 ns
  • Arr. time, crit path: 2.46 ns

Floorplan
  • CORE AREA: 0.00781 mm^2
  • Die height: 110 um
  • Die Width: 110 um
  • Die area: 0.0121 mm^2
  • Fp_density: 11.0%
  • FP Rows: 32
  • Num ports: 15

Logic synthesis
  • Mapped cell area: 857 um^2
  • Post-Syn Instances: 79
  • Ys cells: 79
  • Post-synth cell types: 24
  • Chip Area, Yosys: 857 um^2
  • Synth Warn #: 3
  • Seq share, synth: 45.5%
  • Syn Area/Cell: 10.8 um^2
  • Registers, synthesis: 17

Global route
  • Largest net degree at the start of global routing: 13
  • Global route overflow: 0
  • Vias in the first global route: 622
  • GRT Overall Usage: 3.08%
  • Global-route wire length before repair: 3020 um
  • Initial antenna violation count: 0

Power and ir drop
  • Clock power frac: 38.6%
  • Share of power burned in registers: 48.3%
  • Net Sw Frac: 26.4%
  • Combinational share of power: 13.1%
  • Maximum vdd ir drop: 0.178 mV
  • Pwr per Cell Area: 464 mW/mm^2
  • Total power: 0.000581 W
  • P_sw: 0.000154 W
  • Pint: 0.000427 W
  • Leakage: 0.554 nW

Job
  • Max-cap viol count: 0
  • Log Warnings: 41
## cells in the mapped netlist
cell type,number,area (um^2)
mux2i_1,10,100
buf_2,2,10.0
mux2_2,2,22.5
inv_1,4,15.0
mux2_1,7,78.8
nand2b_1,1,6.26
nand2_1,1,3.75
and2_1,1,6.26
and4_1,1,8.76
fa_1,1,20.0
nor2_1,10,37.5
xnor2_1,2,17.5
buf_4,9,67.6
o32ai_1,1,8.76
edfxtp_1,5,150
dfxtp_1,12,240
inv_2,1,3.75
a21oi_1,1,5.00
or3_1,1,6.26
o21ai_0,1,5.00
nor3_1,2,10.0
a31o_1,1,8.76
nor4_2,1,12.5
or2_2,2,12.5
## area by class of cell
class / instances / area share, %
multi-input cells: 46 / 32.2
flip-flops and latches: 17 / 32.0
well taps: 102 / 10.2
repair buffers: 26 / 17.3
clock inverters: 11 / 3.30
clock buffers: 4 / 3.60
inverters: 4 / 1.40
## path summary, 6_finish.rpt
check / to / slack (ns)
hold reg to reg: ps[1] / 0.49
setup / recovery: store_data[5] / -0.14
hold / removal: ps[1] / 0.49
setup reg to reg: cntr_en / 0.12
## repair_timing
action | CTS | global route
endpoints found under the setup margin | 10 | 8
setup buffers | 2 | 0
pin swaps | 2 | 0
gates resized | 48 | 4
hold buffers | 0 | 0
## power groups by stage
stage	sequential (W)	combinational (W)	clock [W]
after CTS	0.000281	0.0000758	0.000236
after global routing	0.000283	0.0000846	0.000261
final	0.000281	0.0000760	0.000225
## flip-flops by register name (all words and copies together), names as in the netlist
signal / count
u2.store.s1.d.q: 8
ps: 4
ct.out: 3
c: 1
cntr_en: 1
## stage by stage
stage	worst slack [ns]	setup TNS, ns	cells	hold WS [ns]
2_1_floorplan	-0.211	-0.418	79	0.440
3_3_place_gp	-0.671	-4.89	194	0.465
3_5_place_dp	-0.679	-4.96	194	0.472
4_1_cts	-0.159	-1.14	210	0.489
5_1_grt	-0.191	-1.41	210	0.503
6_report	-0.143	-1.04	210	0.486
## worst max-delay path, stage by stage, from the launching register on
cell and delay (ns):
dfxtp_2 0.32, mux2_4 0.27, buf_6 0.11
## metal layers
layer	GRT usage (%)	up-vias
li1	-	319
met1	3.83	284
met2	4.53	10
met3	1.35	2
met4	1.39	0
met5	0	-
## cell families (layout without fill, tap and decap cells)
| logic type | after synthesis | in the layout | synth area share [%] |
|---|---|---|---|
| AOI/OAI and AO/OA | 4 | 4 | 3.21 |
| xor gates and xnor gates | 2 | 2 | 2.04 |
| adders and majority gates | 1 | 1 | 2.34 |
| buffers and inverters | 16 | 45 | 11.2 |
| DFF | 17 | 17 | 45.5 |
| muxes | 19 | 19 | 23.5 |
| and+or+nand+nor | 20 | 20 | 12.1 |
Power and IR drop assume default switching activity.
